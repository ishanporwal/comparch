===== design.v =====
module mp1 #(
    parameter BLINK_INTERVAL = 2000000
)(
    input logic     clk,
    output logic    RGB_R,
    output logic    RGB_G,
    output logic    RGB_B
);
    typedef enum logic [2:0] {red, yellow, green, cyan, blue, magenta} Color;
    Color color_state;
    logic [31:0] counter;
    initial color_state = red;
    always_comb begin
        case (color_state)
            red:     {RGB_R, RGB_G, RGB_B} = 3'b100;
            yellow:  {RGB_R, RGB_G, RGB_B} = 3'b110;
            green:   {RGB_R, RGB_G, RGB_B} = 3'b010;
            cyan:    {RGB_R, RGB_G, RGB_B} = 3'b011;
            blue:    {RGB_R, RGB_G, RGB_B} = 3'b001;
            magenta: {RGB_R, RGB_G, RGB_B} = 3'b101;
            default: {RGB_R, RGB_G, RGB_B} = 3'b000;
        endcase
    end
    always_ff @(posedge clk) begin
        if (counter >= BLINK_INTERVAL) begin
            counter <= 0;
            case (color_state)
                red:     color_state <= yellow;
                yellow:  color_state <= green;
                green:   color_state <= cyan;
                cyan:    color_state <= blue;
                blue:    color_state <= magenta;
                magenta: color_state <= red;
                default: color_state <= red;
            endcase
        end
        else begin
            counter <= counter + 1;
        end
    end
endmodule

===== run.sh =====
#!/bin/bash
# OpenROAD 26Q1-2900-gdf79404cd8, Yosys 0.63+post, stock flow scripts
make -C /OpenROAD-flow-scripts/flow DESIGN_CONFIG=/design/flow/config.mk WORK_HOME=/design/flow/orfs finish

===== config.mk =====
export PLATFORM = sky130hd
export DESIGN_NAME = mp1
export DESIGN_NICKNAME = mp1
export VERILOG_FILES = /design/flow/design.v
export SDC_FILE = /design/flow/constraint.sdc
export NUM_CORES = 4
export LEC_CHECK = 1
export CORE_UTILIZATION = 30

===== constraint.sdc =====
current_design mp1

set clk_period 2.7
set clk_io_pct 0.2

create_clock -name clk0 -period $clk_period [get_ports {clk}]

set non_clock_inputs [all_inputs -no_clocks]
set_input_delay [expr $clk_period * $clk_io_pct] -clock clk0 $non_clock_inputs
set_output_delay [expr $clk_period * $clk_io_pct] -clock clk0 [all_outputs]

==> run notes <==
Physical design

Data arrives at the worst endpoint at 2230 ps. STA classifies the critical path endpoint as a flop. The post-route DRC violation count stands at 0. The count of final setup violators stands at 0.

The global placer's final weighted congestion stands at between 0.7 and 0.8. The number of stages on the worst setup path stands at 5. The routed design ends up with an antenna cell count of 0.

The buffer-and-inverter tally for the worst setup path stands at 0. The aggregate routed wire length stands at about 2 mm. The worst-case headroom to the max-slew limit stands at 0.4457. The report puts the hold buffer count at CTS at 0.

From synthesis to final layout, the design area changed by 15.17%. After layout, the setup clock skew is reported as 3.303 ps. The smallest clock period supported by the final layout is computed as approximately 2000 ps. After clock tree synthesis, the clock-pin slew on the worst setup and hold paths is roughly 70 ps. The OpenROAD report gives the critical path a required time of ~2900 ps. The post-synth area from yosys stat stands at ~0.0014 sq mm. The clock network power share stands at 0.338. The flow ran to the end, and the final reports show no timing, DRC or antenna violations. Per the final layout report, the fraction of cells sized above drive strength 1 comes to 0.06173. The average instance area after synthesis stands at 9.393 sq um. CTS added clock buffers totalling 5. The number of distinct library cells after synthesis stands at 26. In the synthesized netlist the dominant register cell turns out to be dfxtp_1. The leakage power in the latest report is just under 0.5 nW.

The highest net fanout along the worst path stands at 6. The via count normalized by instance count stands at approximately 4.4. The first global-routing pass estimated 3.774 mm of wire. For this design, the slowest cell found on the critical path is or4_1.

The number of vias after detailed routing stands at 949. Clock tree synthesis found a total of 35 sinks. In the setup report, the worst path falls into the class reg -> reg. The design internal power stands at between 0.0008 and 0.0009 W. The path class of the tightest hold or removal check is reg -> reg.

Timing would allow up to roughly 0.49 GHz. The number of core rows stands at 24. Power spread over the standard cell area amounts to approximately 680 mW/mm^2.

Setup repair after global routing left no endpoint under its margin. After floorplanning, the die was sized to cover 0.004781 sq mm. Per the run summary, max-cap violations total 0. The count of buffers added by post-CTS timing repair for setup stands at 0. The report lists the cells along the critical path as ha_1 > nand4_2 > or3_1 > or4_1 > a21oi_1. Once detail routing completed, the nets flagged for antenna violations numbered 0.

From left edge to right edge, the die measures ~69 microns. Per the synthesis report, the dominant area consumer among library cells is dfxtp_1. The synthesized netlist occupies a cell area of around 0.0014 sq mm. The first TritonRoute pass finished after 4 iterations. The share of power burned in registers stands at 0.566. The worst register-to-register path depth is 5. The net switching fraction of the power stands at 0.2247. The largest voltage drop on the vdd net stands at roughly 0.17 mV.

The height of the die stands at about 69 microns. The worst setup path is launched from a flop. Max-slew check failures listed in the final report amount to 0. TritonRoute output was used to compute an average wire per cell of about 9.5 microns. The share of synthesized area occupied by flip-flops and latches stands at 0.5402.

The post-synth count of flops with an enable pin is 3. The period utilization stands at 0.7503. The post-route worst setup slack stands at roughly 670 ps. At the placement stage, the worst setup path has a slack of a little under 700 ps. The via count of the first global-routing pass is around 870.

Detailed placement finished with a half-perimeter wire length of ~1.4 mm. The count of final hold-check violations stands at 0. At the end of the flow the core is filled with cells to 0.3578.

The count of buffers added on input and output ports is 3. TritonCTS built the clock tree. The core region is ~0.0044 sq mm. The report lists the number of cells resized after CTS as 0. The synthesis report lists the most area-consuming cells as dfxtp_1, xnor2_1, edfxtp_1, nor2_1, nor4_1. In the hold timing report, the worst path depth is 2. The slew at the pin with the worst max-slew slack stands at between 800 and 900 ps. The synthesis report lists the Yosys warning total as 1.

Summing all non-filler instances in the final layout gives an area of between 0.0015 and 0.002 sq mm. The area after detailed placement stands at approximately 0.0015 sq mm. The number of OpenROAD warnings stands at 27.

The initial antenna violation count is 0. On the critical path the largest part of the delay comes from simple AND/OR/NAND/NOR gates. Per the CTS log, the root buffer master is clkbuf_8.

The clock H-tree reported by CTS has 2 levels. After the first detailed-routing iteration, the DRC count stood at approximately 45. The total negative setup slack stands at 0 ps. The overall global routing resource usage stands at 0.09796. The maximum buffer depth of the clock tree stands at 2.

The largest net degree at the start of global routing stands at 25. The insertion delay of the later-clocked pin in the worst-skew pair stands at 280 ps. The script extracted a net switching power of roughly 0.00024 W. At the floorplan stage, the core utilization is reported as 0.3106. The final global-route overflow total stands at 0. The share of synthesized area in the top cell type comes to 0.4736. Of the total power, combinational logic draws 0.096. The delay of the slowest cell on the worst path stands at 530 ps. The post-synth register bit count is 35. The top-level I/O count stands at 4. The synthesized instance count stands at about 140. Per the synth stats, the proportion of register bits with asynchronous set or reset is 0. In the Yosys report the total cell count is approximately 140.
-- power by group through the flow --
stage | Clock (W) | Sequential, W | Combinational, W
6_report | 0.000357 | 0.000598 | 0.000102
5_1_grt | 0.000400 | 0.000602 | 0.000114
4_1_cts | 0.000372 | 0.000598 | 0.000103
-- worst register-to-register path, delay by kind of cell (launching register included) --
family | cells | cell delay, ps
compound gates | 1 | 140
flops | 1 | 400
fa+ha+maj | 1 | 240
simple gates | 3 | 1170
-- layout make-up --
| type | instances | area (sq um) |
|---|---|---|
| clock buffer | 6 | 72.57 |
| clock inverter | 2 | 12.51 |
| fill | 434 | 2796 |
| inverter | 11 | 41.29 |
| multi-input combinational | 105 | 605.6 |
| sequential | 35 | 730.7 |
| tap | 52 | 65.06 |
| timing repair buffer | 3 | 30.03 |
-- per-layer routing --
| metal | wire length [microns] | up-vias | part of all wire | global-route usage |
|---|---|---|---|---|
| met5 | 0 | - | 0 | 0 |
| met4 | 25 | 0 | 0.012 | 0.01814 |
| met3 | 69 | 2 | 0.034 | 0.03264 |
| met2 | 824 | 11 | 0.41 | 0.1446 |
| met1 | 1110 | 415 | 0.55 | 0.1451 |
| li1 | - | 521 | - | - |
-- metrics by stage --
step                      hold slack, ps   power, W  instances
after floorplan                    426.1  0.0006479        154
after global placement             442.5  0.0007103        206
after detailed placement           442.6  0.0007131        206
after CTS                          451.1   0.001073        214
after global routing               483.5   0.001116        214
final                              450.2   0.001056        214
-- cells by family after synthesis --
family	after synthesis	share of synthesized area
buffers and inverters	14	0.03978
AND/OR/NAND/NOR	63	0.2424
adder cells (fa/ha/maj)	2	0.01850
AND-OR/OR-AND	14	0.05920
other	1	0.002773
XOR/XNOR	15	0.09714
flip-flops	35	0.5402
-- cell usage after synthesis (3+ instances only) --
| cell | count |
|---|---|
| o31ai_1 | 3 |
| nor2_1 | 22 |
| edfxtp_1 | 3 |
| a21oi_1 | 7 |
| nand2_1 | 6 |
| nand4_1 | 5 |
| or4_1 | 4 |
| nor3_1 | 4 |
| nand3_1 | 6 |
| xnor2_1 | 13 |
| or3_1 | 4 |
| o21ai_0 | 3 |
| dfxtp_1 | 32 |
| nor4_1 | 7 |
| inv_1 | 11 |
-- worst paths after layout --
path | start | to | slack, ps
worst max-delay path | counter[0] | counter[20] | 670
worst min-delay path | counter[20] | counter[20] | 450
worst max register to register | counter[0] | counter[20] | 670
worst min register to register | counter[20] | counter[20] | 450
-- placed cells by master, fill, tap and decap left out --
| master | count |
|---|---|
| clkinvlp_4 | 1 |
| inv_1 | 11 |
| clkbuf_8 | 5 |
| nand2b_1 | 1 |
| clkbuf_1 | 1 |
| o21ai_0 | 3 |
| o31ai_1 | 3 |
| xnor2_1 | 13 |
| nand3_2 | 1 |
| nor2_1 | 22 |
| nand3_1 | 6 |
| ha_1 | 2 |
| or3_1 | 4 |
| a21oi_1 | 7 |
| xor2_1 | 2 |
| nor4_1 | 7 |
| clkinv_2 | 1 |
| nand4_2 | 1 |
| nand2_1 | 6 |
| nand4_1 | 5 |
| clkdlybuf4s50_1 | 3 |
| nand3b_1 | 1 |
| a211oi_1 | 1 |
| dfxtp_1 | 32 |
| edfxtp_1 | 3 |
| nor3_1 | 4 |
| or4_1 | 4 |
| conb_1 | 11 |
| or2_2 | 1 |
-- flip-flops by register name, summed over array words and instances (netlist names) --
| signal | count |
|---|---|
| color_state | 3 |
| counter | 32 |
Power figures rest on the tool's default switching activity, not on a simulated workload.
