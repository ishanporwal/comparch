[./design.v]
module mp2 #(
    parameter CLK_FREQ = 12000000,
    parameter INTERVAL = CLK_FREQ / 360   
)(
    input logic clk,
    output logic RGB_R,
    output logic RGB_G,
    output logic RGB_B
);
    logic [31:0] counter;
    logic [8:0] hue;  
    logic [7:0] pwm_r, pwm_g, pwm_b;
    logic [7:0] pwm_counter;
    initial
    begin
        pwm_counter = 0;
        hue = 0;
        counter = 0;
    end
    always_ff @(posedge clk) begin
        if (counter >= INTERVAL)
        begin
            counter <= 0;
            hue <= (hue >= 359) ? 0 : hue + 1;   
        end
        else
        begin
            counter <= counter + 1;
        end
    end
    always_comb begin
        pwm_r = (hue < 60) ? 255 :
                (hue < 120) ? (255 * (120 - hue) / 60) :
                (hue < 180) ? 0 :
                (hue < 240) ? 0 :
                (hue < 300) ? (255 * (hue - 240) / 60) :
                255;
        pwm_g = (hue < 60) ? (255 * (hue - 0) / 60) :
                (hue < 180) ? 255 :
                (hue < 240) ? (255 * (240 - hue) / 60) :
                0;
        pwm_b = (hue < 120) ? 0 :
                (hue < 180) ? (255 * (hue - 120) / 60) :
                (hue < 300) ? 255 :
                (hue < 360) ? (255 * (360 - hue) / 60) :
                0;
    end
    always_ff @(posedge clk) begin
        pwm_counter <= pwm_counter + 1;
    end
    assign {RGB_R, RGB_G, RGB_B} = {pwm_counter < pwm_r, pwm_counter < pwm_g, pwm_counter < pwm_b};
endmodule
[./run.sh]
#!/bin/bash
# OpenROAD 26Q1-2900-gdf79404cd8, Yosys 0.63+post, stock flow scripts
make -C /OpenROAD-flow-scripts/flow DESIGN_CONFIG=/design/flow/config.mk WORK_HOME=/design/flow/orfs finish
[./config.mk]
export PLATFORM = sky130hd
export DESIGN_NAME = mp2
export DESIGN_NICKNAME = mp2
export VERILOG_FILES = /design/flow/design.v
export SDC_FILE = /design/flow/constraint.sdc
export NUM_CORES = 4
export LEC_CHECK = 1
export CORE_UTILIZATION = 40
[./constraint.sdc]
current_design mp2

set clk_period 24.3
set clk_io_pct 0.2

create_clock -name clk0 -period $clk_period [get_ports {clk}]

set non_clock_inputs [all_inputs -no_clocks]
set_input_delay [expr $clk_period * $clk_io_pct] -clock clk0 $non_clock_inputs
set_output_delay [expr $clk_period * $clk_io_pct] -clock clk0 [all_outputs]
==> flow_summary.toml <==
# implementation run metrics
[detailed_routing]
vias = 15200
vias_per_cell = 5.46
drt_first_pass_iters = 7
ant_nets = 0
first_iter_violations = 956
wl_per_cell_um = 17.7
wl_um = 49200
antenna_cells = 0
drc = 0

[layout]
layout-drive-gt1-share_pct = 4.01
final_util_pct = 43.0
area_growth_pct = 5.28

[setup_path]
path_class = "reg2out"
crit_arrival_ns = 14.41
crit_path_end_kind = "output pin"
critPathLaunchType = "flop"
cpMostUsedCell = "fa_1"
cpPeakStageDelay_ns = 0.83
critPathRequiredTime_ns = 19.44
crit_slowest_cell = "a2111oi_0"
cp_max_fo = 23

[run_status]
status = "finished clean"

[final_timing]
worst_pin_slew_ns = 1.00
period_used_pct = 79.3
clock.fmax_mhz = 51.9
finalHoldViolations = 0
maxSlewViolCount = 0
fin_skew_ns = 0.00703
relSlewSlack_pct = 32.9
period_needed_ns = 19.27
rsz0062_at_grt = "no"
final-setup-viol-count = 0
final.setup.tns_ns = 0

[cts]
clk_latency_ns = 0.29
htreeDepth = 2
ctsResizeCount = 0
cts_buffers = 5
root_buffer = "clkbuf_16"
postCtsSetupRepairBufs = 0
max-clock-path-buffers = 2
clock-sinks = 49
cts_tree = "done"
hold_buffers = 0
path_clk_slew_ns = 0.07

[yosys]
synthArstFlopShare_pct = 0
synth.avg_cell_area_um2 = 8.33
synth-seq-area-share_pct = 5.87
synth_area_um2 = 18200
synth_cell_types = 108
synth_stat.cells = 2189
ys_top_cells_by_area = "fa_1, ha_1, inv_1"
ys_area_um2 = 18200
top_cell_area_share_pct = 24.9
edf_count = 9
synth_top_cell_by_area = "fa_1"
yosys_most_used_dff = "dfxtp_1"
synthCells = 2189
synth_flops = 49
yosys_warnings = 1

[floorplanning]
chipHeight_um = 215
die-area_um2 = 46400
num_rows = 77
fp_util_pct = 40.9
io_pins = 4
core_area_um2 = 44600
die_w_um = 215

[placed_design]
dp_hpwl_um = 41900
place.gp.congestion = 1.01
port_buffers = 3

[min_path]
hp-class = "reg2reg"

[job]
warnings = 66
maxCapViolations = 0

[global_route]
antenna_found_initial = 0
overflow = 0
first_global_vias = 15000
grt_max_degree = 33
grt_usage_pct = 22.6
grt_pass1_wl_um = 79900
## path summary, 6_finish.rpt
path                             startpoint          end  slack, ns  cells past startpoint
worst max-delay path                 hue[7]        RGB_R       5.03                     43
worst min-delay path            counter[15]  counter[15]       0.48                      2
worst max register to register       hue[3]       hue[4]      21.22                      6
worst min register to register  counter[15]  counter[15]       0.48                      2
## sequential cells by signal, indices dropped and copies added, names as in the netlist
| register | count |
|---|---|
| counter | 32 |
| pwm_counter | 8 |
| hue | 9 |
## cell type report
type	count	area, um2
Clock buffer	5	125
Clock inverter	3	25.0
Fill cell	4363	25400
Inverter	420	1580
Multi-Input combinational cell	1684	15400
Sequential cell	49	1070
Tap cell	592	741
Timing Repair Buffer	31	240
## synthesized netlist by cell type, types with 6 or more instances
library cell,instances
inv_1,418
ha_1,242
fa_1,227
nor2_1,149
nand2_1,128
a21oi_1,118
xnor2_1,100
o21ai_0,66
xor2_1,58
nand3_1,51
dfxtp_1,40
a21o_1,38
a211oi_1,35
clkbuf_1,34
o211ai_1,29
nor3_1,27
mux2i_1,24
o21a_1,23
nand4_1,20
a31oi_1,19
nand2b_1,19
or3_1,17
nor2b_1,16
o21ai_1,16
a211o_1,14
and2_1,14
nor4_1,11
and3_1,10
o22ai_1,10
or2_2,10
a221oi_1,9
buf_2,9
edfxtp_1,9
a2111oi_0,8
a311oi_1,8
a21boi_0,6
and4_1,6
o21bai_1,6
o31ai_1,6
## metrics by stage
stage / cells / hold slack [ns] / area, um2 / setup slack (ns)
global placement: 2776 / 0.467 / 19000 / 5.55
floorplan: 2204 / 0.421 / 18300 / 7.65
detailed placement: 2776 / 0.465 / 19000 / 5.45
finish: 2784 / 0.482 / 19200 / 5.03
CTS: 2784 / 0.494 / 19200 / 5.08
global route: 2784 / 0.522 / 19200 / 4.05
## cells in the final DEF, fill, tap and decap left out, types with 6 or more instances in the layout
| master | synthesis | routed |
|---|---|---|
| a2111oi_0 | 8 | 8 |
| a211o_1 | 14 | 14 |
| a211oi_1 | 35 | 34 |
| a21boi_0 | 6 | 6 |
| a21o_1 | 38 | 38 |
| a21oi_1 | 118 | 118 |
| a221oi_1 | 9 | 9 |
| a311oi_1 | 8 | 8 |
| a31oi_1 | 19 | 19 |
| and2_1 | 14 | 14 |
| and3_1 | 10 | 10 |
| and4_1 | 6 | 6 |
| buf_4 | 3 | 28 |
| conb_1 | 1 | 16 |
| dfxtp_1 | 40 | 40 |
| edfxtp_1 | 9 | 9 |
| fa_1 | 227 | 227 |
| ha_1 | 242 | 242 |
| inv_1 | 418 | 418 |
| mux2i_1 | 24 | 24 |
| nand2_1 | 128 | 128 |
| nand2b_1 | 19 | 19 |
| nand3_1 | 51 | 51 |
| nand4_1 | 20 | 20 |
| nor2_1 | 149 | 149 |
| nor2b_1 | 16 | 16 |
| nor3_1 | 27 | 27 |
| nor4_1 | 11 | 11 |
| o211ai_1 | 29 | 29 |
| o21a_1 | 23 | 23 |
| o21ai_0 | 66 | 66 |
| o21ai_1 | 16 | 14 |
| o21bai_1 | 6 | 6 |
| o22ai_1 | 10 | 10 |
| o31ai_1 | 6 | 6 |
| or2_2 | 10 | 10 |
| or3_1 | 17 | 17 |
| xnor2_1 | 100 | 100 |
| xor2_1 | 58 | 58 |
## critical path: cells and delay by family (launching register included)
family                   cells  cell delay (ns)
AND-OR/OR-AND               17             5.42
XOR/XNOR                     1             0.43
adder cells (fa/ha/maj)      7             3.07
buffers and inverters        4             1.26
flip-flops                   1             0.75
multiplexers                 2             0.63
AND/OR/NAND/NOR             12             2.50
## layer usage
metal	share of wire [%]	wire length, um	vias up	GRT usage [%]
met5	0	0	-	0.104
met4	2.9	1450	0	5.13
met3	8.5	4170	76	7.63
met2	42	20900	470	33.1
met1	46	22700	7222	32.8
li1	-	-	7422	-
## logic make-up (layout without fill, tap and decap cells)
family | Yosys count | count (layout) | share of synthesized area (%)
AND-OR/OR-AND | 508 | 508 | 20.0
AND/OR/NAND/NOR | 506 | 506 | 13.6
buffers and inverters | 471 | 459 | 9.94
adder cells (fa/ha/maj) | 470 | 470 | 41.6
XOR/XNOR | 158 | 158 | 7.59
flip-flops | 49 | 49 | 5.87
multiplexers | 26 | 26 | 1.46
other | 1 | 16 | 0.0206
